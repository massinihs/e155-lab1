`flow/config.mk`:
```
export PLATFORM = sky130hd
export DESIGN_NAME = segment_display
export DESIGN_NICKNAME = segment_display
export VERILOG_FILES = /design/flow/design.v
export SDC_FILE = /design/flow/constraint.sdc
export NUM_CORES = 4
export LEC_CHECK = 1
export CORE_AREA = 10 10 70 70
export DIE_AREA = 0 0 80 80
```
`flow/constraint.sdc`:
```
current_design segment_display

set clk_period 1.0
set clk_io_pct 0.2

create_clock -name clk0 -period $clk_period

set non_clock_inputs [all_inputs -no_clocks]
set_input_delay [expr $clk_period * $clk_io_pct] -clock clk0 $non_clock_inputs
set_output_delay [expr $clk_period * $clk_io_pct] -clock clk0 [all_outputs]
```
`flow/design.v`:
```
module segment_display(input logic [3:0] s, output logic [6:0] seg);
	always_comb begin
		case(s)
					4'b0000:  seg = 7'b0000001;
					4'b0001:  seg = 7'b1001111;
					4'b0010:  seg = 7'b0010010;
					4'b0011:  seg = 7'b0000110;
					4'b0100:  seg = 7'b1001100;
					4'b0101:  seg = 7'b0100100;
					4'b0110:  seg = 7'b0100000;
					4'b0111:  seg = 7'b0001111;
					4'b1000:  seg = 7'b0000000;
					4'b1001:  seg = 7'b0001100;
					4'b1010:  seg = 7'b0001000;
					4'b1011:  seg = 7'b1100000;
					4'b1100:  seg = 7'b0110001;
					4'b1101:  seg = 7'b1000010;
					4'b1110:  seg = 7'b0110000;
					4'b1111:  seg = 7'b0111000;
					default:  seg = 7'b1111111;
		endcase
	end
endmodule
```
`flow/run.sh`:
```
#!/bin/bash
# OpenROAD 26Q1-2900-gdf79404cd8, Yosys 0.63+post, stock flow scripts
make -C /OpenROAD-flow-scripts/flow DESIGN_CONFIG=/design/flow/config.mk WORK_HOME=/design/flow/orfs finish
```
==> run notes <==
run results: flop count 0, core area 3420 um^2, Die Y-Extent 80 um, Vias 365, tool warnings 39, GR Util met1 0.0343, max frequency 0.753 GHz, crit path DRT 800 ps, row count 21, Final ANT Viol Nets 0, die width 80 um, antenna cell count 0, # DRC 0, CP max stage cell o31ai_1, HPWL after detailed placement 772 um, met3 usage 0, crit path DAT 1130 ps, fin crit period 1330 ps, number of global-route vias before repair 372, final global-route overflow total 0, GP Congestion 0.744, Logic cell area 352 um^2, Setup Viol. Count Final 7, worst path cell trace buf_8 > inv_2 > buf_4 > ha_1 > nor2_1 > o31ai_1 > buf_2, failing checks negative setup slack, most used routing layer met2, Buffers on Ports 11, most numerous logic cell after layout buf_4, MaxCap Viol Count 0, Cell Type Count 19, Cell Area, Synth 265 um^2, Pre-Place Util 0.0777, pre-CTS setup slack -1240 ps, max incr delay on CP 230 ps, count of clock buffers in the final design 0, largest net degree at the start of global routing 10, Top Layout Cells buf_4, buf_6, buf_2, ha_4, final slew viol count 0, io pins 11, Hold Path Cell Cnt 5, PD cells 394 nW/um^2, Leak Pwr 0.296 nW, Sequential cell area 0 um^2, first-pass GRT wire length 1660 um, HP Class input port to output pin, share of cells above drive strength 1 0.803, outcome finished with violations, total power 0.000270 W, Core Util, Final 0.201, Worst Tran Pin Value 244 ps, Final period util 1.33, design area 686 um^2, Final Hold Fails 0, met2 Usage GRT 0.0626, top fanout value on the critical path 3, All-Layer GR Usage 0.0300, Yosys Chip Area 265 um^2, WL/cell 9.28 um, yosys cell count 38, post-synth top area share 0.283, Die ar. 6400 um^2, Syn-to-layout area delta 158%, final wirelength 1040 um, Area after DPL 556 um^2, syn avg cell area 6.98 um^2, Relative slew margins 0.836, filler cell count 377, Ys Warns 1, post-synth top area cell ha_1, antenna violations before repair 0, drt pass-1 iters 1, Main area contributors ha_1, nor2_1, o21ai_1, peak supply drop 0.000178 V, RSZ-0062 raised after global routing true, Synth Seq Share 0, vias per cell 3.26, type of element capturing the critical path output pin, Post-Synthesis Cells 38, critical path launch point type input port, DRT iter0 DRCs 0, setup ws final -328 ps, crit path kind input port to output pin
[power breakdown]
part	leakage (nW)	internal [W]	switching, W
clock	0	0	0
combinational	0.296	0.000159	0.000111
sequential	0	0	0
total	0.296	0.000159	0.000111
[routing by layer]
| metal | routed length, um | share of wire |
|---|---|---|
| met5 | 0 | 0 |
| met4 | 0 | 0 |
| met3 | 1 | 0.00096 |
| met2 | 605 | 0.58 |
| met1 | 433 | 0.42 |
[critical path: cells and delay by family]
kind,cells,cell delay (ps)
buffers and inverters,4,480
AND-OR/OR-AND,1,230
adder cells (fa/ha/maj),1,170
AND/OR/NAND/NOR,1,50
[area by class of cell]
class / instances / area share
Inverter: 3 / 0.0274
Multi-Input combinational cell: 33 / 0.513
Tap cell: 46 / 0.0839
Timing Repair Buffer: 30 / 0.376
[cells in the mapped netlist]
master	instances
nand2_1	2
buf_4	1
mux2_4	1
nor2b_1	1
inv_1	2
inv_2	1
a21boi_1	1
nor2_1	6
a22o_1	1
a21oi_1	3
o21ai_1	4
o21ai_0	1
buf_2	1
ha_1	6
o31ai_1	1
nand3_1	3
or3b_1	1
o32ai_2	1
mux2_2	1
[stage by stage]
stage	hold slack (ps)	TNS [ps]	cells
2_1_floorplan	503	0	38
3_3_place_gp	1520	-7790	107
6_report	868	-1590	112
5_1_grt	897	-1870	112
3_5_place_dp	1530	-7930	107
4_1_cts	879	-1640	109
[logic make-up after synthesis]
group / count (synthesis) / synth area share
multiplexers: 2 / 0.0990
adder cells (fa/ha/maj): 6 / 0.283
buffers and inverters: 5 / 0.0896
AND-OR/OR-AND: 12 / 0.302
AND/OR/NAND/NOR: 13 / 0.226
[what timing repair did]
action                                 in CTS  in global routing
gates resized                              65                  8
hold buffers                                0                  0
setup endpoints to repair                   7                  7
pin swaps                                  14                  5
setup buffers                               2                  3
endpoints found under the hold margin       0                  0
[path summary, 6_finish.rpt]
| check | slack, ps | to | startpoint |
|---|---|---|---|
| min | 870 | seg[2] | s[2] |
| max | -330 | seg[6] | s[0] |
Power and IR drop assume default switching activity.
