### design.v
module sum( input logic [7:0] s, 
            output logic [4:0] led);
    assign led = s[3:0] + s[7:4];
endmodule
### run.sh
#!/bin/bash
# OpenROAD 26Q1-2900-gdf79404cd8, Yosys 0.63+post, stock flow scripts
make -C /OpenROAD-flow-scripts/flow DESIGN_CONFIG=/design/flow/config.mk WORK_HOME=/design/flow/orfs finish
### config.mk
export PLATFORM = sky130hd
export DESIGN_NAME = sum
export DESIGN_NICKNAME = sum
export VERILOG_FILES = /design/flow/design.v
export SDC_FILE = /design/flow/constraint.sdc
export NUM_CORES = 4
export LEC_CHECK = 1
export CORE_AREA = 10 10 70 70
export DIE_AREA = 0 0 80 80
### constraint.sdc
current_design sum

set clk_period 2.4
set clk_io_pct 0.2

create_clock -name clk0 -period $clk_period

set non_clock_inputs [all_inputs -no_clocks]
set_input_delay [expr $clk_period * $clk_io_pct] -clock clk0 $non_clock_inputs
set_output_delay [expr $clk_period * $clk_io_pct] -clock clk0 [all_outputs]
==> impl_metrics.ini <==
; yosys + openroad results
[outcome]
status = finished clean

[yosys]
yosys_cells = 16
top_cells_by_area = ha_1, fa_1, xnor2_1, inv_1, a21oi_2
postSynthSeqShare = 0
yosys_area_um2 = 136
yosys_warnings = 0
syn_area_per_cell_um2 = 8.52
yosysTopAreaCellShare = 0.367
syn_area_um2 = 136
syn_inst = 16
synth_cell_types = 9
yosysTopAreaCell = ha_1

[placed_design]
place_congestion = 0.772
dp_hpwl_um = 536
io_buffers = 13

[final_layout]
final_cell_mix = clkdlybuf4s50_1, dlygate4sd2_1, inv_1, ha_1
areaGrowthSynthToFinish_pct = 144
clkbuf_count = 0
seq_cell_count = 0
layout.cells.most_common = clkdlybuf4s50_1
drive_gt1_frac = 0.138
regArea_um2 = 0

[worst_hold_path]
hold_class = input port to output pin

[clocking]
cts_hold_buf = 0
postCtsSetupBuffers = 0

[floorplan]
die_w_um = 80
initial_utilization = 0.0399
core_um2 = 3420
die_area_um2 = 6400
rows = 21
ios = 13
die_h_um = 80

[worst_setup_path]
required_ns = 1.92
crit_chain = clkdlybuf4s15_1 > ha_4 > inv_2 > fa_2 > inv_1 > clkdlybuf4s50_1
worstSetupEndpoint = led[1]
cpLargestDelayFamily = buffers and inverters
crit_path_end_kind = output pin
critPathBufInv = 4
cp_slowest_cell = clkdlybuf4s50_1
cp_slowest_stage_delay_ns = 0.45
worstSetupPathType = input port to output pin
cp-startpoint = s[4]
worst-path-stages = 6
path_max_fanout = 2
crit_arrival_ns = 1.86
start_kind = input port

[drt]
wirelength_um = 565
antenna_cells = 0
vias = 152
avgViaCountPerCell = 2.03
wire_per_inst_um = 7.53
first_iter_violations = 0
drc_errors = 0
ant_nets = 0
first_pass_iters = 1

[final_timing]
finalHoldViolCount = 0
min_period_ns = 2.34
grt_setup_unrepaired = false
drv_slew = 0
slew_headroom = 0.911
tightest_slew_ns = 0.133
setup_viol = 0
max_freq_ghz = 0.428
period_used_share = 0.974
fin_setup_tns_ns = 0

[global_route]
grt_pass1_vias = 177
grt_pass1_wl_um = 931
antenna_found_initial = 0
grt_start_max_net_pins = 4
track_usage = 0.0180
grt_overflow = 0

[run]
tool_warnings = 32
cap_violations = 0

[power_and_ir_drop]
powerDensity_nw_per_um2 = 176
finalPower_uw = 58.5
leakagePower_nw = 0.137
peakVddDrop_mv = 0.0159
worst min path at each step:
| stage | to | depth (start not counted) | start |
|---|---|---|---|
| 5_1_grt | led[0] | 3 | s[0] |
| 4_1_cts | led[0] | 3 | s[0] |
| 6_report | led[0] | 3 | s[0] |
area by class of cell:
| type | instances | area [um2] |
|---|---|---|
| fill | 403 | 3080 |
| multi-input combinational | 12 | 136 |
| timing repair buffer | 13 | 124 |
| tap | 46 | 57.6 |
| inverter | 4 | 15.0 |
stage by stage:
| stage | hold WS, ns | setup WS (ns) | instance area (um2) | utilization | instances |
|---|---|---|---|---|---|
| after global routing | 1.82 | 0.00156 | 333 | 0.0974 | 75 |
| after CTS | 1.80 | 0.00800 | 322 | 0.0941 | 75 |
| final | 1.78 | 0.0622 | 333 | 0.0974 | 75 |
| after global placement | 2.04 | -0.417 | 324 | 0.0949 | 75 |
| after detailed placement | 2.05 | -0.434 | 324 | 0.0949 | 75 |
| after floorplan | 1.03 | 0.649 | 136 | - | 16 |
power breakdown:
part	total (mW)	switching (mW)	internal, mW	leakage (nW)
combinational	0.0585	0.0194	0.0391	0.137
clock	0	0	0	0
sequential	0	0	0	0
what timing repair did:
action	CTS	global route
endpoints found under the setup margin	4	1
cloned	0	0
hold endpoints to repair	0	0
resized	12	2
pin swaps	3	1
synth_stat cells:
master	count
nor2b_1	1
a21oi_2	1
o21ai_0	1
ha_1	4
inv_1	4
xnor2_1	2
fa_1	1
nand2b_1	1
a21o_1	1
routing by layer:
layer  wire length (um)  vias up  part of all wire  track usage
met4                  0        0                 0            0
met3                165        0              0.29       0.0170
met5                  0        -                 0            0
li1                   -       77                 -            -
met2                188       11              0.33       0.0241
met1                211       64              0.37       0.0218
logic make-up after synthesis:
family | after synthesis | share of synthesized area
adder cells (fa/ha/maj) | 5 | 0.514
buffers and inverters | 4 | 0.110
AND-OR/OR-AND | 3 | 0.156
XOR/XNOR | 2 | 0.128
AND/OR/NAND/NOR | 2 | 0.0918
Power and IR drop assume default switching activity.
