File: flow/design.v
module seven_segment_multiplexer (
    input  logic        clk,
    input  logic        reset,
    input  logic [3:0]  digit1,    
    input  logic [3:0]  digit2,    
    output logic [6:0]  seg,       
    output logic [1:0]  an         
);
    logic [15:0] clk_div;
    logic        mux_clk;      
    logic        sel;          
    always_ff @(posedge clk or posedge reset) begin
        if (reset) begin
            clk_div <= 0;
            mux_clk <= 0;
        end else begin
            clk_div <= clk_div + 1;
            if (clk_div == 0)
                mux_clk <= ~mux_clk;
        end
    end
    always_ff @(posedge mux_clk or posedge reset) begin
        if (reset)
            sel <= 0;
        else
            sel <= ~sel;
    end
    logic [3:0] current_digit;
    always_comb begin
        case (sel)
            1'b0: begin
                current_digit = digit1;
                an = 2'b10;   
            end
            1'b1: begin
                current_digit = digit2;
                an = 2'b01;   
            end
        endcase
    end
    always_comb begin
        case (current_digit)
            4'h0: seg = 7'b0000001;
            4'h1: seg = 7'b1001111;
            4'h2: seg = 7'b0010010;
            4'h3: seg = 7'b0000110;
            4'h4: seg = 7'b1001100;
            4'h5: seg = 7'b0100100;
            4'h6: seg = 7'b0100000;
            4'h7: seg = 7'b0001111;
            4'h8: seg = 7'b0000000;
            4'h9: seg = 7'b0000100;
            4'hA: seg = 7'b0001000;
            4'hB: seg = 7'b1100000;
            4'hC: seg = 7'b0110001;
            4'hD: seg = 7'b1000010;
            4'hE: seg = 7'b0110000;
            4'hF: seg = 7'b0111000;
            default: seg = 7'b1111111;  
        endcase
    end
endmodule
File: flow/run.sh
#!/bin/bash
# OpenROAD 26Q1-2900-gdf79404cd8, Yosys 0.63+post, stock flow scripts
make -C /OpenROAD-flow-scripts/flow DESIGN_CONFIG=/design/flow/config.mk WORK_HOME=/design/flow/orfs finish
File: flow/config.mk
export PLATFORM = sky130hd
export DESIGN_NAME = seven_segment_multiplexer
export DESIGN_NICKNAME = seven_segment_multiplexer
export VERILOG_FILES = /design/flow/design.v
export SDC_FILE = /design/flow/constraint.sdc
export NUM_CORES = 4
export LEC_CHECK = 1
export CORE_AREA = 10 10 109 109
export DIE_AREA = 0 0 119 119
File: flow/constraint.sdc
current_design seven_segment_multiplexer

set clk_period 2.9
set clk_io_pct 0.2

create_clock -name clk0 -period $clk_period [get_ports {clk}]

set non_clock_inputs [all_inputs -no_clocks]
set_input_delay [expr $clk_period * $clk_io_pct] -clock clk0 $non_clock_inputs
set_output_delay [expr $clk_period * $clk_io_pct] -clock clk0 [all_outputs]
==> notes.md <==
flow finished, numbers: ao+oa area frac 0.04418, Detailed Route Iter0 Violations 26, PD cells 293.8 nW/um^2, YS chip area 1161 um^2, Synth Area in Adders 0.08621, maximum vdd drop 137.7 uV, Initial Util 0.1205, Area Overhead vs Synth 46.77%, Simple-Gate Area Share 0.1746, Non-Filler Instances 273, Mapped Area 1161 um^2, dpl hpwl 1851 um, yosys cell count 108, pre-CTS setup slack -0.3391 ns, Largest logic family simple AND/OR/NAND/NOR gates, fin crit period 2.801 ns, Critical Path End Type primary output, CTS Buf Count 3, Port Buffers 18, largest fanout on the critical path 4, Critical Path AT 2.22 ns, most numerous logic cells after layout dfrtp_1, buf_4, clkdlybuf4s50_1, cycle use final 0.9660, DIE AREA 14,160 um^2, CORE AREA 9639 um^2, unrepaired setup endpoints after global routing no, grt ovf 0, Crit Path Category in2out, Hold Vio Cnt, Final 0, Hold Crit Class reg2reg, Tot GR Track Use 0.03549, first-pass GRT wire length 4381 um, xor/xnor share 0.1207, Reg-to-Reg End mux_clk, Avg Inst Size Synth 10.75 um^2, Final Max Tran Viols 0, n_diodes 0, RD Place Congestion 0.7698, cell row count 36, Synth area leader dfrtp_1, max cap viols 0, crit path DRT 2.32 ns, endpoints left unconstrained 3, leakage power 0.7343 nW, Vias per Instance 3.209, worst slew pin tran 0.6577 ns, share of cells above drive strength 1 0.2429, Hold Crit Endpoint mux_clk, Detail Route Antenna Nets 0, Slew HR 0.5611, Worst Hold Depth 1, Placed Cells 264, most frequent logic cell in the layout dfrtp_1, EDFF count, synth 0, die height 119 um, Vias 876, Clock Tree Buf Depth 2, Critical Path Source Type primary input, Final Setup Violations 0, mux frac, synth 0.1196, H-tree level count 1, initial antenna violation count 0, tool warnings 32, launch point of the worst reg-to-reg path clk_div[0], total power 0.5007 mW, largest net degree at the start of global routing 19, Pre-antenna DRT Iters 4, WL per Instance 9.048 um, Clock transition at path regs 0.06 ns, Die Wd 119 um, status completed, routed wire length 2470 um, Setup WS post-layout 0.09868 ns, Cell Type Count 27, vias in the first global route 913, R2R Setup Slk 1.50 ns, worst hold slack 0.4668 ns, ys async rst share 1.000, Top FF cell, synth dfrtp_1, sequential area share after synthesis 0.3879, Top cells by area dfrtp_1, ha_1, xor2_1, number of filler cells placed in the layout 1,057, Setup TNS 0 ns, Latency at later pin 0.24 ns, register pins left without a clock 1, yosys warning tally 1, Synth Register Bits 18, Top Ports 19, # DRC 0, Synth Instances 108, top area contributor share 0.3879, Hold Startpoint mux_clk, CTS tree done, Clock Skews 0.001048 ns, fmax 357.0 MHz, R2R depth 5, root buf cell clkbuf_8
## sequential cells by signal, indices dropped and copies added (netlist names)
register	flops
clk_div	16
mux_clk	1
sel	1
## final cells by class
cell class | count | area (um^2) | area share
clock buffers | 4 | 45.04 | 0.02643
inverters | 10 | 37.54 | 0.02203
multi-input cells | 75 | 699.4 | 0.4104
flip-flops and latches | 18 | 450.4 | 0.2643
well taps | 133 | 166.4 | 0.09765
repair buffers | 33 | 305.3 | 0.1791
## kinds of logic after synthesis
kind of cell,after synthesis
multiplexers,11
adder cells (fa/ha/maj),8
XOR/XNOR,16
flip-flops,18
AND-OR/OR-AND,6
buffers and inverters,15
AND/OR/NAND/NOR,34
## through the flow
| stage | util | area (um^2) |
|---|---|---|
| after floorplan | - | 1161 |
| after global routing | 0.1768 | 1704 |
| after global placement | 0.1600 | 1543 |
| after detailed placement | 0.1600 | 1543 |
| final | 0.1768 | 1704 |
| after CTS | 0.1699 | 1638 |
## timing repair
| item | in CTS | in global routing |
|---|---|---|
| hold buffers | 0 | 0 |
| resized | 12 | 11 |
| pin swaps | 1 | 1 |
| buffers inserted | 2 | 3 |
| hold endpoints to repair | 0 | 0 |
| endpoints found under the setup margin | 7 | 5 |
## cells in the mapped netlist (2+ instances only)
cell     count
dfrtp_1     18
inv_1       10
xor2_1       9
ha_1         8
nand3_1      7
xnor2_1      7
mux2i_1      6
nor3_1       5
nor4_1       5
nor2_1       4
a22o_1       3
mux2_2       3
nand2_1      3
nand4_1      3
buf_2        2
buf_6        2
mux2i_4      2
nor3b_1      2
## worst max path at each step
| stage | from | to | slack (ns) | depth (start not counted) |
|---|---|---|---|---|
| after CTS | digit1[2] | seg[6] | -0.0008 | 6 |
| after global routing | digit1[0] | seg[1] | 0.02 | 9 |
| final | digit1[0] | seg[1] | 0.1 | 9 |
## critical path: stages
cell,delay [ns]
dlygate4sd2_1,0.26
mux2i_4,0.24
inv_2,0.07
ha_2,0.20
buf_4,0.14
inv_1,0.08
mux2i_4,0.07
a22o_1,0.18
clkdlybuf4s50_1,0.40
## metal layers
layer | GRT usage | vias to the layer above | part of all wire
met2 | 0.05636 | 17 | 0.44
met3 | 0.005755 | 2 | 0.040
met1 | 0.04999 | 418 | 0.50
met4 | 0.006870 | 0 | 0.017
met5 | 0 | - | 0
li1 | - | 439 | -
## where the power goes
group          total [mW]  switching [mW]  internal (mW)
sequential          0.237               0          0.237
combinational      0.0955          0.0366         0.0589
clock               0.168          0.0708         0.0971
total               0.501           0.107          0.393
Power is estimated from default activity; no workload was simulated.
